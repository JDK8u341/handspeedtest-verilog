**flow/design.v**
```verilog
module speedtest(
    input sys_clk,           
    input s1,         
    input s2,        
    output reg [5:0] led = 6'b110011  
);
reg [2:0] state = 3'b000;    
parameter INIT = 3'd0;     
parameter HOME = 3'd1;     
parameter START_GAME = 3'd2;   
parameter RANDOM_LED_ING_DISPLAY = 3'd3;     
parameter GAME_BUTTON_WAIT = 3'd4;    
parameter GAMEOVER = 3'd5;   
parameter SEED = 16'd11451;  
parameter ONE_SEC = 27'd2700_0000;  
parameter HALF_SEC = 27'd1350_0000;
parameter H4_1_SEC = 27'd675_0000;
parameter H8_1_SEC = 27'd337_5000;
parameter H16_1_SEC = 27'd168_7500;
parameter TIME_OUT_SEC = 3;  
reg [26:0] time_counter = 27'b0;     
reg [3:0] counter = 4'b0;    
reg [7:0] score_counter = 8'b0;  
reg [5:0] tmp_led = 6'b111111;  
parameter BUTTON_DELAY_START = 3'b000;  
parameter BUTTON_DELAY_STEP = 3'b001;   
parameter BUTTON_DELAY_FULL = 3'b111;    
reg [2:0] s1_delay = BUTTON_DELAY_START;     
reg [2:0] s2_delay = BUTTON_DELAY_START;     
parameter NO_BUTTON = 2'd2;      
parameter BUTTON1 = 2'd1;        
parameter BUTTON2 = 2'd0;        
reg [1:0] last_button_state = NO_BUTTON;   
reg [1:0] button_state = NO_BUTTON;      
reg [15:0] lfsr_reg = SEED;   
reg [6:0] random_out;    
reg pleace;   
parameter LEVEL_1 = 5;
parameter LEVEL_2 = 10;
parameter LEVEL_3 = 40;
parameter LEVEL_4 = 80;
parameter LEVEL_5 = 150;
parameter AT_LEFT = 0;
parameter AT_RIGHT = 1;
reg [2:0] to_counter;
wire feedback = lfsr_reg[15] ^ lfsr_reg[14] ^ lfsr_reg[12] ^ lfsr_reg[3];
always @(posedge sys_clk) begin
   lfsr_reg <= {lfsr_reg[14:0], feedback};
   case (lfsr_reg[15:13] % 3'd6)      
        3'd0: random_out <= 7'b111110_1;   
        3'd1: random_out <= 7'b111101_1;
        3'd2: random_out <= 7'b111011_1;
        3'd3: random_out <= 7'b110111_0;
        3'd4: random_out <= 7'b101111_0;
        3'd5: random_out <= 7'b011111_0;      
        3'd6: random_out <= 7'b111011_1;
        default: random_out <= 7'b110111_0;
   endcase
end
always @(posedge sys_clk) begin 
    last_button_state <= button_state;
    if (!s1) begin   
        if (s1_delay == BUTTON_DELAY_FULL) begin   
            button_state <= BUTTON1;     
            s1_delay <= BUTTON_DELAY_START;
            s2_delay <= BUTTON_DELAY_START;
        end
        else begin
            s1_delay <= s1_delay + BUTTON_DELAY_STEP;
        end
    end
    else if (!s2) begin   
        if (s2_delay == BUTTON_DELAY_FULL) begin  
            button_state <= BUTTON2;
            s1_delay <= BUTTON_DELAY_START;
            s2_delay <= BUTTON_DELAY_START;
        end
        else begin
            s2_delay <= s2_delay + BUTTON_DELAY_STEP;
        end
    end
    else  begin  
        button_state <= NO_BUTTON;
        s1_delay <= BUTTON_DELAY_START;
        s2_delay <= BUTTON_DELAY_START;
    end
end
always @(posedge sys_clk) begin
   if (time_counter >= ONE_SEC) begin    
        time_counter <= 27'b0;  
   end else begin
        time_counter <= time_counter + 27'b1;    
   end
   case (state)      
   INIT: begin
        if(counter < 3) begin
            if(time_counter >= ONE_SEC) begin
                led <= {led[2:0],led[5:3]};      
                counter <= counter + 4'b1;
            end
        end
        else begin
            counter <= 0;    
            state <= HOME;    
            led <= 6'b000000;    
            time_counter <= 27'b0;
        end
    end
    HOME: begin
        if (counter < 4) begin
            if (time_counter == H8_1_SEC) begin
                led <= ~led;         
                counter <= counter + 4'b1;
            end    
        end
        else if (counter == 4) begin
            led <= 6'b101101;
            counter <= counter + 4'b1;
        end
        else if(button_state == BUTTON1) begin   
            counter <= 4'b0;    
            state <= START_GAME;     
            led <= 6'b111111;
            time_counter <= 27'b0;
        end
    end
    START_GAME: begin
        if (counter < 6) begin
            if (time_counter == H4_1_SEC) begin
                led[counter] <= 0;       
                counter <= counter + 4'b1;
            end
        end
        else begin 
            counter <= 4'b0;
            state <= RANDOM_LED_ING_DISPLAY;
            led <= 6'b111111;
            time_counter <= 27'b0;
            tmp_led <= random_out[6:1];
            pleace <= random_out[0];  
        end
    end
    RANDOM_LED_ING_DISPLAY: begin
        if (counter == 4'b0) begin 
                led <= tmp_led;   
                counter <= counter + 4'b1;
        end
        else if (time_counter >= HALF_SEC)begin
            counter <= 4'b0;
            state <= GAME_BUTTON_WAIT;   
            time_counter <= 27'b0;
        end
    end
   GAME_BUTTON_WAIT: begin
        if (button_state != NO_BUTTON) begin    
            if (pleace == button_state[0]) begin
                counter <= 4'b0;
                led <= 6'b000000;
                state <= RANDOM_LED_ING_DISPLAY;     
                score_counter <= score_counter + 8'b1;
                time_counter <= 27'b0;
                pleace <= random_out[0];  
                tmp_led <= random_out[6:1];      
            end
            else begin
                counter <= 4'b0;
                led <= 6'b111111;
                state <= GAMEOVER;   
                time_counter <= 27'b0;
            end
        end
        else if(time_counter >= ONE_SEC) begin    
            if (counter >= TIME_OUT_SEC) begin
                counter <= 4'b0;
                led <= 6'b111111;
                state <= GAMEOVER;   
                time_counter <= 27'b0;
            end
            else begin 
                counter <= counter + 4'b1;    
            end
        end    
    end
    GAMEOVER: begin      
        if (score_counter < LEVEL_1) begin
            to_counter <= 3'd1;
        end
        else if (score_counter < LEVEL_2) begin
            to_counter <= 3'd2;
        end
        else if (score_counter < LEVEL_3) begin
            to_counter <= 3'd3;
        end
        else if (score_counter < LEVEL_4) begin
            to_counter <= 3'd4;
        end
        else if (score_counter < LEVEL_5) begin
            to_counter <= 3'd5;
        end
        else begin
            to_counter <= 3'd6;
        end
        if (counter < to_counter) begin
            if (time_counter == HALF_SEC) begin
                led[counter] <= 0;       
                counter <= counter + 4'b1;
            end
        end
        else if (button_state!=NO_BUTTON) begin
             counter <= 4'b0;
            led <= 6'b111111;
            state <= INIT;   
            score_counter <= 8'b0;
            time_counter <= 27'b0;
        end
    end
endcase
end
endmodule
```
**flow/run.sh**
```bash
#!/bin/bash
# OpenROAD 26Q1-2900-gdf79404cd8, Yosys 0.63+post, stock flow scripts
make -C /OpenROAD-flow-scripts/flow DESIGN_CONFIG=/design/flow/config.mk WORK_HOME=/design/flow/orfs finish
```
**flow/config.mk**
```make
export PLATFORM = sky130hd
export DESIGN_NAME = speedtest
export DESIGN_NICKNAME = speedtest
export VERILOG_FILES = /design/flow/design.v
export SDC_FILE = /design/flow/constraint.sdc
export NUM_CORES = 4
export LEC_CHECK = 1
export CORE_UTILIZATION = 40
```
**flow/constraint.sdc**
```tcl
current_design speedtest

set clk_period 6.4
set clk_io_pct 0.2

create_clock -name clk0 -period $clk_period [get_ports {sys_clk}]

set non_clock_inputs [all_inputs -no_clocks]
set_input_delay [expr $clk_period * $clk_io_pct] -clock clk0 $non_clock_inputs
set_output_delay [expr $clk_period * $clk_io_pct] -clock clk0 [all_outputs]
```
==> node_exporter_impl.prom <==
# HELP chip_impl_metric Physical implementation figures
# TYPE chip_impl_metric gauge
chip_impl_metric{name="report.final.slew_viol_count",unit=""} 0
chip_impl_info{name="setup_repair_after_global_routing_missed_its_margin",value="false"} 1
chip_impl_metric{name="layoutNonFillerInstCount",unit=""} 608
chip_impl_metric{name="synthesis.area_per_instance",unit="um2"} 9.84
chip_impl_info{name="dominant_register_cell_in_the_synthesized_netlist",value="sky130_fd_sc_hd__dfxtp_1"} 1
chip_impl_metric{name="track_usage",unit=""} 0.172
chip_impl_metric{name="register_area",unit="um2"} 2170
chip_impl_metric{name="drt_iter0_drc",unit=""} 257
chip_impl_metric{name="clock_latency_late_sink",unit="ps"} 350
chip_impl_metric{name="log.warning_count",unit=""} 33
chip_impl_metric{name="worst_slew_margin_rel",unit=""} 0.418
chip_impl_metric{name="yosys_cells",unit=""} 468
chip_impl_metric{name="grt_pass1_vias",unit=""} 3214
chip_impl_metric{name="yosys.stat.chipArea",unit="um2"} 4600
chip_impl_info{name="worst_path_max_delay_cell",value="sky130_fd_sc_hd__edfxtp_1"} 1
chip_impl_metric{name="critPathMaxStageDelay",unit="ps"} 570
chip_impl_metric{name="clockBufferDepth",unit=""} 2
chip_impl_metric{name="max_vdd_drop",unit="V"} 0.000253
chip_impl_metric{name="post_cts_buffers",unit=""} 0
chip_impl_metric{name="asyncSetResetFlopFracSynth",unit=""} 0
chip_impl_metric{name="post-route-period-util",unit=""} 0.494
chip_impl_metric{name="leakagePower",unit="nW"} 1.79
chip_impl_metric{name="detail_route.antenna_diodes",unit=""} 0
chip_impl_metric{name="floorplanUtilization",unit=""} 0.417
chip_impl_metric{name="setup_viol",unit=""} 0
chip_impl_metric{name="die_width",unit="um"} 109
chip_impl_metric{name="ys_warn_count",unit=""} 1
chip_impl_info{name="clock_tree.root_cell",value="sky130_fd_sc_hd__clkbuf_16"} 1
chip_impl_metric{name="ios",unit=""} 9
chip_impl_metric{name="post_dr_wirelength_cell",unit="um"} 15.3
chip_impl_metric{name="syn2layout_area_growth",unit="%"} 9.92
chip_impl_metric{name="finalHoldViolCount",unit=""} 0
chip_impl_metric{name="rows",unit=""} 38
chip_impl_metric{name="drtAntennaViolNets",unit=""} 0
chip_impl_info{name="tritoncts",value="built"} 1
chip_impl_metric{name="skew",unit="ps"} 8.42
chip_impl_metric{name="final_critical_delay_including_setup_and_external_delays",unit="ps"} 3160
chip_impl_metric{name="detail_route.drc_violations",unit=""} 0
chip_impl_info{name="timing.hold.worst.class",value="reg -> reg"} 1
chip_impl_info{name="timing.critical_path.to_type",value="flip-flop"} 1
chip_impl_metric{name="timing.critical_path.arrival",unit="ps"} 3230
chip_impl_metric{name="layout-drive-gt1-share",unit=""} 0.0598
chip_impl_metric{name="fin_setup_tns",unit="ps"} 0
chip_impl_metric{name="cts-hold-fix-buffers",unit=""} 0
chip_impl_metric{name="portBuffers",unit=""} 8
chip_impl_metric{name="resized_after_cts",unit=""} 0
chip_impl_metric{name="post-route-worst-setup-slack",unit="ps"} 3240
chip_impl_info{name="critPathLaunchType",value="flip-flop"} 1
chip_impl_info{name="setup_cp_type",value="reg -> reg"} 1
chip_impl_metric{name="routed_wl",unit="um"} 9270
chip_impl_metric{name="die_area",unit="um2"} 11900
chip_impl_info{name="cp_cell_sequence",value="ha_1 -> a211oi_1 -> o21ai_0 -> nor4_1 -> o211ai_1 -> nor4b_1 -> buf_4"} 1
chip_impl_metric{name="routed-via-count",unit=""} 3528
chip_impl_metric{name="post_synth_edffs",unit=""} 39
chip_impl_metric{name="finalPower",unit="mW"} 2.23
chip_impl_metric{name="cts_made_buffers",unit=""} 9
chip_impl_metric{name="netlist_cell_types",unit=""} 65
chip_impl_metric{name="dp.final_hpwl",unit="um"} 6240
chip_impl_metric{name="cellPowerDensity",unit="nW/um2"} 442
chip_impl_metric{name="cts_htree_levels",unit=""} 3
chip_impl_metric{name="timing.critical_path.fanout_max",unit=""} 12
chip_impl_metric{name="worst_slew_pin_slew",unit="ps"} 863
chip_impl_metric{name="dieHeight",unit="um"} 109
chip_impl_metric{name="num-fill-cells",unit=""} 1009
chip_impl_metric{name="first_pass_grt_wire_length",unit="um"} 15800
chip_impl_metric{name="area.combinational",unit="um2"} 2220
chip_impl_metric{name="dp_worst_setup_slack",unit="ps"} 3370
chip_impl_metric{name="largest_register_ff_count",unit=""} 27
chip_impl_metric{name="placed_cells",unit=""} 592
chip_impl_metric{name="globalplace.congestion",unit=""} 0.928
chip_impl_metric{name="timing.max_cap.violations",unit=""} 0
chip_impl_metric{name="maximum_number_of_pins_on_one_net_before_global_route_repair",unit=""} 27
chip_impl_metric{name="overflow",unit=""} 0
chip_impl_metric{name="worst_ep_required_time",unit="ps"} 6460
chip_impl_metric{name="core-area",unit="um2"} 11000
chip_impl_metric{name="grt_antenna_before_repair",unit=""} 0
chip_impl_info{name="outcome",value="completed"} 1
chip_impl_metric{name="clock_pin_transition_on_the_worst_setup_and_hold_timing_paths",unit="ps"} 70
chip_impl_metric{name="clock.fmax",unit="MHz"} 316
chip_impl_metric{name="mappedNetlistArea",unit="um2"} 4600
chip_impl_metric{name="cts.sinks",unit=""} 89
chip_impl_metric{name="vias_per_cell",unit=""} 5.80
chip_impl_metric{name="drt-pass1-iter-count",unit=""} 5
chip_impl_metric{name="netlist_instances",unit=""} 468
chip_impl_metric{name="post_synthesis_sequential_area_ratio",unit=""} 0.472
chip_impl_metric{name="synth-seq-cells",unit=""} 89
[critical path, delay by kind of cell (launching register included)]
kind | cells | cell delay, ps
AND/OR/NAND/NOR | 2 | 860
adder cells (fa/ha/maj) | 1 | 380
flip-flops | 1 | 570
buffers and inverters | 1 | 240
AND-OR/OR-AND | 3 | 830
[area by class of cell]
type / instances / share of cell area
multi-input cells: 329 / 0.440
flip-flops and latches: 89 / 0.429
clock buffers: 10 / 0.0472
well taps: 140 / 0.0346
repair buffers: 13 / 0.0232
inverters: 21 / 0.0156
clock inverters: 6 / 0.0104
[stage by stage]
step,area (um2),util,hold slack (ps)
6_report,5060,0.459,328
4_1_cts,5060,0.459,332
5_1_grt,5060,0.459,336
3_5_place_dp,4770,0.432,314
2_1_floorplan,4610,-,310
3_3_place_gp,4770,0.432,312
[placed cells by master, fill, tap and decap left out, types with 3 or more instances in the layout]
cell type                         netlist  final
sky130_fd_sc_hd__and4_1                 4      4
sky130_fd_sc_hd__nor4_1                 7      7
sky130_fd_sc_hd__o21ai_0               21     21
sky130_fd_sc_hd__a21o_1                 4      4
sky130_fd_sc_hd__nor2b_1               11     11
sky130_fd_sc_hd__a221oi_1               4      4
sky130_fd_sc_hd__inv_1                 21     21
sky130_fd_sc_hd__nand3_1               15     15
sky130_fd_sc_hd__inv_6                  0      4
sky130_fd_sc_hd__clkbuf_16              0      9
sky130_fd_sc_hd__and2_1                 7      7
sky130_fd_sc_hd__or4_1                  4      4
sky130_fd_sc_hd__clkdlybuf4s50_1        0      8
sky130_fd_sc_hd__a211o_1                5      5
sky130_fd_sc_hd__buf_4                  0      5
sky130_fd_sc_hd__nand3b_1               3      3
sky130_fd_sc_hd__nor2_1                30     30
sky130_fd_sc_hd__o21a_1                 8      8
sky130_fd_sc_hd__ha_1                  18     18
sky130_fd_sc_hd__xnor2_1               17     17
sky130_fd_sc_hd__edfxtp_1              39     39
sky130_fd_sc_hd__and3_1                 6      6
sky130_fd_sc_hd__nand2_1               23     23
sky130_fd_sc_hd__nand4_1               12     12
sky130_fd_sc_hd__a31oi_1                5      5
sky130_fd_sc_hd__a211oi_1              26     26
sky130_fd_sc_hd__nand2b_1               5      5
sky130_fd_sc_hd__or3_1                  7      7
sky130_fd_sc_hd__dfxtp_1               50     50
sky130_fd_sc_hd__a21oi_1               21     21
sky130_fd_sc_hd__nor3_1                11     11
sky130_fd_sc_hd__xor2_1                13     13
[report_power, final]
group / internal [mW] / switching (mW)
combinational: 0.327 / 0.483
clock: 0.282 / 0.232
sequential: 0.759 / 0.152
total: 1.37 / 0.866
[worst paths after layout]
path / startpoint / endpoint / slack [ps] / cells past startpoint
setup / recovery: counter[2] / led[2] / 3240 / 7
setup reg to reg: counter[2] / led[2] / 3240 / 7
hold reg to reg: lfsr_reg[11] / lfsr_reg[12] / 330 / 0
hold / removal: lfsr_reg[11] / lfsr_reg[12] / 330 / 0
[per-layer routing]
metal | up-vias | track usage | share of wire
met5 | - | 0 | 0
met4 | 0 | 0.0314 | 0.024
met3 | 18 | 0.0256 | 0.051
met2 | 109 | 0.247 | 0.42
met1 | 1675 | 0.288 | 0.51
li1 | 1726 | - | -
[cell usage after synthesis, drive strengths merged (4+ instances only)]
cell    instances  area (um2)
dfxtp          50        1000
edfxtp         39        1170
nor2           30         113
a211oi         26         195
clkbuf         24        90.1
nand2          23        86.3
o21ai          22         110
a21oi          21         105
inv            21        78.8
ha             18         225
xnor2          17         149
nand3          15        75.1
xor2           13         114
nand4          12        75.1
nor2b          11        68.8
nor3           11        55.1
and2            8        50.1
nor4            8        65.1
o21a            8        60.1
or3             7        43.8
and3            6        37.5
buf             6        41.3
a211o           5        43.8
a31oi           5        31.3
nand2b          5        31.3
a21o            4        30.0
a221oi          4        35.0
and4            4        35.0
or4             4        30.0
[cells by family (layout without fill, tap and decap cells)]
group | after synthesis | in the layout | synth area share
other | 1 | 2 | 0.000815
AND-OR/OR-AND | 117 | 117 | 0.175
multiplexers | 1 | 1 | 0.00245
flip-flops | 89 | 89 | 0.472
XOR/XNOR | 30 | 30 | 0.0571
buffers and inverters | 51 | 50 | 0.0457
adder cells (fa/ha/maj) | 18 | 18 | 0.0489
AND/OR/NAND/NOR | 161 | 161 | 0.198
